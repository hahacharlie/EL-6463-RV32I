$ cat ./run.sh
#!/bin/bash
# OpenROAD 26Q1-2900-gdf79404cd8, Yosys 0.63+post, stock flow scripts
make -C /OpenROAD-flow-scripts/flow DESIGN_CONFIG=/design/flow/config.mk WORK_HOME=/design/flow/orfs finish
$ cat ./config.mk
export PLATFORM = sky130hd
export DESIGN_NAME = ALU
export DESIGN_NICKNAME = ALU
export VERILOG_FILES = /design/flow/design.v
export SDC_FILE = /design/flow/constraint.sdc
export NUM_CORES = 4
export LEC_CHECK = 1
export CORE_UTILIZATION = 30
$ cat ./constraint.sdc
current_design ALU

set clk_period 14.0
set clk_io_pct 0.2

create_clock -name clk0 -period $clk_period

set non_clock_inputs [all_inputs -no_clocks]
set_input_delay [expr $clk_period * $clk_io_pct] -clock clk0 $non_clock_inputs
set_output_delay [expr $clk_period * $clk_io_pct] -clock clk0 [all_outputs]
$ cat ./design.v
`timescale 1ns / 1ps
module ALU(
    input logic [3:0] alu_ctrl,
    input logic [31:0] operand1,
    input logic [31:0] operand2,
    output logic [31:0] alu_out
);
logic [31:0] add_result, sub_result, xor_result, or_result, and_result;
logic [31:0] sll_result, srl_result, sra_result;
logic signed_less_than, unsigned_less_than;
assign add_result = operand1 + operand2;
assign sub_result = operand1 - operand2;
assign xor_result = operand1 ^ operand2;
assign or_result = operand1 | operand2;
assign and_result = operand1 & operand2;
assign sll_result = operand1 << operand2[4:0];
assign srl_result = operand1 >> operand2[4:0];
assign sra_result = $signed(operand1) >>> operand2[4:0];
assign signed_less_than = $signed(operand1) < $signed(operand2);
assign unsigned_less_than = operand1 < operand2;
always_comb begin
    case (alu_ctrl)
        4'b0000: alu_out = add_result;
        4'b1000: alu_out = sub_result;
        4'b0001: alu_out = sll_result;
        4'b0010: alu_out = signed_less_than;
        4'b0011: alu_out = unsigned_less_than;
        4'b0100: alu_out = xor_result;
        4'b0101: alu_out = srl_result;
        4'b1101: alu_out = sra_result;
        4'b0110: alu_out = or_result;
        4'b0111: alu_out = and_result;
        default: alu_out = 32'd0;
    endcase
end
endmodule
==> flow_metrics.tcl <==
# yosys + openroad results
set metrics [dict create \
    grtUsageTotal_pct 27.19 \
    die-area_um2 31100 \
    tightest_slew_ns 0.9105 \
    min_path_type "input pin to primary output" \
    drc 0 \
    max_freq_mhz 94.71 \
    setup_viol 0 \
    use_met1_pct 41.05 \
    cp_max_fo 67 \
    synth_cell_types 91 \
    final_util_pct 34.11 \
    antenna_found_initial 1 \
    cp-end-kind "primary output" \
    yosysWarnings 1 \
    top_cells_by_count "nor2_1 (147), a21oi_1 (142), nand2_1 (120), o21ai_0 (101), inv_1 (100)" \
    p_total_mw 0.4225 \
    fp_util_pct 30.61 \
    met3_usage_pct 4.304 \
    core_um2 29800 \
    fp.dieH_um 176.4 \
    ff_count 0 \
    place_congestion 0.9953 \
    syn-instance-count 1340 \
    grt_max_degree 68 \
    grt-ovfl-total 0 \
    n_clock_buffer 0 \
    placementRows 63 \
    post_cts_resize_count 0 \
    num_vias 10590 \
    crit_required_ns 11.20 \
    die_w_um 176.4 \
    cp-start-kind "input pin" \
    viasPerCell 6.043 \
    seq_area_um2 0 \
    synth-cells-yosys 1340 \
    top_area_share_pct 13.31 \
    setup_tns_ns 0 \
    fin_crit_ns 10.56 \
    wl_per_cell_um 23.98 \
    cp.arrival_ns 7.76 \
    boundaryPins 100 \
    path_class "input pin to primary output" \
    largest_area_cell "ha_1" \
    holdPathEnd "alu_out[8]" \
    final_cells 1753 \
    status "complete, no violations" \
    grtUsageMet2_pct 40.57 \
    syn_area_um2 9121 \
    cts_setup_buffers 0 \
    synth.most_common_cell "nor2_1" \
    portBuffers 100 \
    p_leak_nw 4.199 \
    first_iter_violations 1238 \
    ys_seq_share_pct 0 \
    slew_headroom_pct 39.08 \
    ys_area_um2 9121 \
    holdCritStartpoint "operand2[4]" \
    whs_path_depth 4 \
    nFillCells 3283 \
    slew_violations 0 \
    area_leaders "ha_1 (13%), a21oi_1 (7.8%), mux2i_1 (7.5%), nor2_1 (6.0%), o21ai_0 (5.5%)" \
    postRouteAntennaNets 0 \
    p_int_mw 0.1652 \
    grt.busiest_layer "met1" \
    finalClockPeriodUsage_pct 75.42 \
    dr.pass1.iters 6 \
    wl_um 42050 \
    finalHoldViolCount 0 \
    grt_pass1_wl_um 62710 \
    tool_warnings 97 \
    grt_pass1_vias 9814 \
    drive_above_1_share_pct 7.862 \
    hpwl_um 33440 \
    cap_violations 0 \
    irDropWorstVdd_mv 0.01397 \
    areaGrowthSynthToFinish_pct 11.41 \
    dp_cells 1751 \
    cts_hold_buf 0 \
    syn_avg_cell_area_um2 6.807 \
    power.density_nw_per_um2 41.57 \
    swShare_pct 60.90 \
    p_sw_mw 0.2573 \
    rsz0062_at_grt "no" \
]
==> layout make-up <==
class	instances	area (µm²)	share of cell area (%)
well taps	390	488.0	4.802
repair buffers	123	1146	11.28
multi-input cells	1133	8129	79.99
inverters	105	394.1	3.878
diodes	2	5.005	0.04925
==> worst max-delay path: stages <==
cell             delay (ns)
buf_2                  0.07
buf_4                  0.51
clkinv_1               0.79
ha_1                   0.62
inv_1                  0.16
o221ai_1               0.18
a21oi_1                0.28
o21ai_1                0.19
o221a_2                0.38
o21ai_1                0.29
nand4_1                0.16
a2111oi_0              0.74
o31ai_1                0.14
clkdlybuf4s50_1        0.43
==> per-stage QoR <==
stage                     setup WS, ns  area, µm²  hold slack, ns
after detailed placement         3.589      10160           6.701
after global placement           3.679      10160           6.711
final                            3.441      10160           6.696
after CTS                        3.570      10160           6.705
after floorplan                  5.505       9121           5.753
after global routing             3.259      10160           6.760
==> power by group through the flow <==
stage,Clock [mW],Sequential (mW),Combinational (mW)
5_1_grt,0,0,0.458
4_1_cts,0,0,0.416
==> layout by cell type (no fill, tap or decap), drive strengths merged, types with 15 or more instances in the layout <==
master and n:
o211ai 18, mux4 25, nand2 120, xnor2 15, mux2 27, mux2i 69
nand2b 16, ha 97, inv 102, clkdlybuf4s50 94, nor2 148, o21ai 111
nand3 20, a211oi 41, a21oi 144, o22ai 15, buf 29, nor3 28
o31ai 18
==> cell families after synthesis <==
group	after synthesis	synth area share (%)
and+or+nand+nor	401	20.23
buffers and inverters	207	10.88
xor gates and xnor gates	16	1.536
adders and majority gates	99	13.74
muxes	121	17.46
AOI/OAI and AO/OA	496	36.15
==> worst max path at each step <==
| stage | start | endpoint | cells after the start |
|---|---|---|---|
| 6_report | operand2[3] | alu_out[0] | 14 |
| 5_1_grt | operand2[4] | alu_out[30] | 14 |
| 4_1_cts | operand2[3] | alu_out[0] | 14 |
==> layer usage <==
metal  up-vias  share of wire, %
met5         -                 0
met1      5082                45
met3        53               8.4
li1       5013                 -
met4         0               2.5
met2       445                44
Power and IR drop assume default switching activity.
