$ cat design/flow/config.mk
export PLATFORM = sky130hd
export DESIGN_NAME = RegisterFile
export DESIGN_NICKNAME = RegisterFile
export VERILOG_FILES = /design/flow/design.v
export SDC_FILE = /design/flow/constraint.sdc
export NUM_CORES = 4
export LEC_CHECK = 1
export CORE_UTILIZATION = 50
$ cat design/flow/constraint.sdc
current_design RegisterFile

set clk_period 6.8
set clk_io_pct 0.2

create_clock -name clk0 -period $clk_period [get_ports {clk}]

set non_clock_inputs [all_inputs -no_clocks]
set_input_delay [expr $clk_period * $clk_io_pct] -clock clk0 $non_clock_inputs
set_output_delay [expr $clk_period * $clk_io_pct] -clock clk0 [all_outputs]
$ cat design/flow/design.v
module RegisterFile(
    input logic clk,
    input logic rst,
    input logic en,
    input logic [4:0] readS1,
    input logic [4:0] readS2,
    input logic [4:0] readRd,
    input logic [31:0] data_in,
    output logic [31:0] rs1,
    output logic [31:0] rs2
);
logic [31:0] rf [0:31];
initial begin
    integer i;  
    for (i = 0; i < 32; i = i + 1) begin
        rf[i] = 32'b0;
    end
end
always_ff @(posedge clk or negedge rst) begin
    if (!rst) begin
        integer i;  
        for (i = 0; i < 32; i = i + 1) begin
            rf[i] <= 32'b0;
        end
    end
    else if (en) begin
        if (readRd != 0) begin  
            rf[readRd] <= data_in;
        end
        rf[0] <= 32'b0;  
    end
end
always_comb begin
    rs1 = (readS1 != 0) ? rf[readS1] : 32'b0;
    rs2 = (readS2 != 0) ? rf[readS2] : 32'b0;
end
endmodule
$ cat design/flow/run.sh
#!/bin/bash
# OpenROAD 26Q1-2900-gdf79404cd8, Yosys 0.63+post, stock flow scripts
make -C /OpenROAD-flow-scripts/flow DESIGN_CONFIG=/design/flow/config.mk WORK_HOME=/design/flow/orfs finish
==> flow_metrics.rpt <==
=== SYNTHESIS / PLACE & ROUTE SUMMARY ===
----------------------------------------------------
[Timing]
  Final setup margin ........................ 0.007284 ns
  Post-route clock skew ........................ 0 ns
  Final tally of hold violations ........................ 0
  Max Freq ........................ between 100 and 150 MHz
  Fin crit period ........................ 6.793 ns
  Setup repair after global routing missed its margin ........................ no
  Max Transition Viols Final ........................ 0
  Final-layout setup total negative slack ........................ 0 ns
  Actual transition at the worst max-transition pin ........................ around 1.1 ns
  Worst max-slew margin expressed relative to the limit ........................ 26.64%
  Final clock period utilization by the worst path ........................ 99.89%
  Setup violators final ........................ 0

[Setup path]
  Depth of the most critical reg-to-reg path ........................ 1
  Data arrival, critical path ........................ 5.43 ns
  Peak fanout along the critical path ........................ 37
  Critical Path Sink Type ........................ output port
  Worst endpoint required time ........................ 5.44 ns
  Worst r2r src ........................ rf[19][3]$_DFFE_PN0P_
  End of the worst register-to-register path ........................ rf[19][3]$_DFFE_PN0P_
  Category of the critical setup timing path ........................ input pin to output port
  Startpoint kind of the worst setup timing path ........................ input pin
  Setup slack of the most critical reg-to-reg path ........................ 5.87 ns

[CTS]
  Worst-Skew Late Latency ........................ approximately 0.71 ns
  Reg clk slew, reported paths ........................ 0.06 ns
  CTS tree ........................ built
  Post-CTS Hold Buffers ........................ 0
  CTS H-tree lvls ........................ 3
  Number of resized instances in the post-cts repair step ........................ 0
  Root Buffer Master ........................ sky130_fd_sc_hd__clkbuf_16
  Setup bufs post-CTS ........................ 0
  TritonCTS Buffers ........................ about 110
  CTS sink count ........................ 992
  Maximum clock path buffer count ........................ 3

[Logic synthesis]
  Synth warnings ........................ 2
  Count of distinct cell types in the synthesized netlist ........................ 47
  Share of synthesized cell area in full adder, half adder and majority cells ........................ 0%
  XOR/XNOR Fraction of Synth Area ........................ 0%
  Chip Area, Yosys ........................ 50,690 um2
  Syn Std Cell Area ........................ 50,690 um2
  Yosys cell count ........................ approximately 4,300
  Main logic family ........................ multiplexers
  And-or/or-and share of the synthesized area ........................ 12.81%
  Synthesized area divided by synthesized cell count ........................ about 12 um2
  AND/OR/NAND/NOR Cells, Area Fraction ........................ 11.87%
  Async set-reset flop share out of synthesis ........................ 100.0%
  Share of synthesized area occupied by flip-flops and latches ........................ about half
  Share of synthesized area spent on multiplexers ........................ 22.34%
  Number of synthesized register bits ........................ 992
  Post-Syn Instances ........................ 4,286
  Primary FF master, synth ........................ sky130_fd_sc_hd__dfrtp_1
  Post-synth tally of flip-flops with integrated enable ........................ 0

[Final layout]
  Largest register by flop count ........................ rf
  Number of fill cells ........................ 8,235
  Fraction of layout cells with a size suffix above 1 ........................ 35.97%
  Area added between synthesis and finish ........................ 14.52%
  Top Registers ........................ rf (992)
  Number of flip-flops under the largest register name ........................ 992

[Global route]
  Pin count of the biggest net entering global routing ........................ between 100 and 150
  Overflow left after global routing ........................ 0
  Wire length of the first global-routing pass ........................ 352,200 um
  Global-route total usage across every layer ........................ 52.78%
  Initial antenna violation count ........................ 24
  Number of global-route vias before repair ........................ ~43,000

[Placement]
  DPL Wire Length ........................ ~160,000 um
  Pre-CTS setup slack ........................ 0.3023 ns
  Gpl congestion ........................ just over 1
  Input/output buffers ........................ between 100 and 150

[Detailed routing]
  DR WL/cell ........................ 44.67 um
  Routed Wire Length ........................ 257,700 um
  Number of remaining DRC errors ........................ 0
  TritonRoute pass-1 iters ........................ 9
  Total number of vias ........................ 43,970
  Tally of nets with antenna violations remaining after routing ........................ 0
  Mean number of vias per cell ........................ 7.622
  Drt first-iter violations ........................ 5,623

[Min path]
  Path category of the worst min-delay check ........................ register to register
  Worst hold path startpoint ........................ rf[10][26]$_DFFE_PN0P_
  Worst Hold Endpoint ........................ rf[10][26]$_DFFE_PN0P_
  Worst Hold Path Cells ........................ 1

[Die]
  Chip height ........................ approximately 320 um
  Starting utilization of the core area ........................ 50.54%
  Die area ........................ between 100,000 and 150,000 um2
  Horizontal die size ........................ 320.4 um
  Placeable core area ........................ 100,300 um2
  Total I/O pin count ........................ 114
  Number of rows in the core area ........................ between 100 and 150

[Power and ir drop]
  Relative contribution of sequential cells to total power ........................ 49.1%
  Power density relative to cell area ........................ 287.0 nW/um2
  Clk network pwr share ........................ 36.8%
  Internal Power ........................ 11.90 mW
  Part of the power in combinational logic ........................ roughly 14%
  Leak ........................ 27.33 nW
  Switching Share ........................ between 20% and 30%
  Switching power summed over all nets ........................ between 4 and 5 mW
  Worst supply voltage drop on vdd ........................ 0.2310 mV

[Run]
  Max cap viols ........................ 0
  Tool warnings ........................ 38

[Run status]
  Result of the run ........................ completed

----------------------------------------------------
cell usage after synthesis, types with 3 or more instances:
cell                        count  area share, %
sky130_fd_sc_hd__nand3b_1       7           0.10
sky130_fd_sc_hd__a2111oi_1     14           0.28
sky130_fd_sc_hd__buf_6         21           0.47
sky130_fd_sc_hd__a221oi_1       9           0.16
sky130_fd_sc_hd__dfrtp_1      992             49
sky130_fd_sc_hd__a31oi_1        4          0.049
sky130_fd_sc_hd__or3_1          7          0.086
sky130_fd_sc_hd__nand2_1       51           0.38
sky130_fd_sc_hd__buf_4          4          0.059
sky130_fd_sc_hd__nor3b_1       10           0.15
sky130_fd_sc_hd__or4b_2         3          0.059
sky130_fd_sc_hd__a22oi_1      571            8.5
sky130_fd_sc_hd__buf_1         59           0.44
sky130_fd_sc_hd__nand3_1      201            2.0
sky130_fd_sc_hd__clkbuf_1     331            2.5
sky130_fd_sc_hd__a21oi_1        7          0.069
sky130_fd_sc_hd__mux2_2       998             22
sky130_fd_sc_hd__and3b_1        8           0.14
sky130_fd_sc_hd__a22o_1         4          0.069
sky130_fd_sc_hd__buf_2         59           0.58
sky130_fd_sc_hd__nor2_1        29           0.21
sky130_fd_sc_hd__or4_1         60           0.89
sky130_fd_sc_hd__nand2b_1       9           0.11
sky130_fd_sc_hd__nor3_1        11           0.11
sky130_fd_sc_hd__o21ai_0        5          0.049
sky130_fd_sc_hd__mux2i_1        5          0.099
sky130_fd_sc_hd__nor2b_1        7          0.086
sky130_fd_sc_hd__and3_1       493            6.1
sky130_fd_sc_hd__a2111oi_0    117            2.0
sky130_fd_sc_hd__nand4_1       59           0.73
sky130_fd_sc_hd__a222oi_1      29           0.57
sky130_fd_sc_hd__and2_4         3          0.052
sky130_fd_sc_hd__and2_1        44           0.54
sky130_fd_sc_hd__mux2_1         3          0.067
sky130_fd_sc_hd__a32oi_1        6           0.10
sky130_fd_sc_hd__a2111oi_2     31           0.92
sky130_fd_sc_hd__and2_0         5          0.062
cell families (layout without fill, tap and decap cells):
kind of cell / count (synthesis) / count (layout)
simple gates: 1011 / 1011
mux: 1006 / 1006
flops: 992 / 992
compound gates: 801 / 801
buf+inv: 476 / 588
other cells: 0 / 14
stage by stage:
| stage | std cells | hold WS [ns] | instance area (um2) | util, % | power [mW] |
|---|---|---|---|---|---|
| global placement | 5561 | 0.4971 | 54370 | 54.22 | 10.47 |
| detailed placement | 5561 | 0.5056 | 54370 | 54.22 | 10.50 |
| CTS | 5755 | 0.5164 | 58020 | 57.85 | 16.58 |
| global route | 5757 | 0.5380 | 58020 | 57.85 | 17.12 |
| floorplan | 4286 | 0.4851 | 50690 | - | 9.149 |
| finish | 5769 | 0.5171 | 58050 | 57.88 | 16.66 |
routing by layer:
metal | vias to the layer above | share of wire (%) | global-route usage [%]
li1 | 16630 | - | -
met1 | 22250 | 36 | 69.43
met2 | 3799 | 39 | 67.47
met3 | 1262 | 17 | 31.67
met4 | 30 | 8.2 | 31.64
met5 | - | 0.13 | 1.702
layout by cell type, fill, tap and decap left out, types with 27 or more instances in the layout:
| cell type | n |
|---|---|
| sky130_fd_sc_hd__a22oi_1 | 571 |
| sky130_fd_sc_hd__a2111oi_0 | 117 |
| sky130_fd_sc_hd__and3_1 | 493 |
| sky130_fd_sc_hd__clkbuf_8 | 27 |
| sky130_fd_sc_hd__mux2_2 | 998 |
| sky130_fd_sc_hd__a2111oi_2 | 31 |
| sky130_fd_sc_hd__clkbuf_16 | 111 |
| sky130_fd_sc_hd__buf_12 | 29 |
| sky130_fd_sc_hd__buf_4 | 251 |
| sky130_fd_sc_hd__dfrtp_1 | 992 |
| sky130_fd_sc_hd__a222oi_1 | 29 |
| sky130_fd_sc_hd__and2_2 | 37 |
| sky130_fd_sc_hd__nand4_1 | 59 |
| sky130_fd_sc_hd__nand2_1 | 39 |
| sky130_fd_sc_hd__clkbuf_1 | 27 |
| sky130_fd_sc_hd__nand3_1 | 199 |
| sky130_fd_sc_hd__or4_1 | 60 |
| sky130_fd_sc_hd__clkdlybuf4s50_1 | 111 |
worst max path at each step:
stage / slack, ns / startpoint / endpoint
4_1_cts: 0.29 / readS2[3] / rs2[10]
5_1_grt: 0.22 / readS2[3] / rs2[6]
6_report: 0.007 / readS2[3] / rs2[10]
worst max-delay path, cell delays in order:
cell and delay [ns]:
sky130_fd_sc_hd__clkdlybuf4s50_1 0.93, sky130_fd_sc_hd__and2_4 0.71, sky130_fd_sc_hd__and2_2 0.97, sky130_fd_sc_hd__buf_4 0.41, sky130_fd_sc_hd__a22oi_1 0.13, sky130_fd_sc_hd__nand3_1 0.17
sky130_fd_sc_hd__or4_1 0.23, sky130_fd_sc_hd__clkdlybuf4s50_1 0.49
power groups by stage:
stage     combinational, mW  sequential (mW)  clock, mW
4_1_cts                2.31             8.12       6.15
5_1_grt                2.49             8.28       6.36
6_report               2.36             8.18       6.12
layout make-up:
class	instances	area [um2]	area share, %
multi-input combinational	2818	24250	41.78
inverter	1	3.754	0.006466
antenna	14	35.03	0.06035
sequential	992	24820	42.76
clock inverter	29	394.1	0.6789
tap	1357	1698	2.925
timing repair buffer	393	3596	6.194
clock buffer	165	3251	5.599
Power figures rest on the tool's default switching activity, not on a simulated workload.
